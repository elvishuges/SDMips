===== flow/config.mk =====
export PLATFORM = sky130hd
export DESIGN_NAME = pc
export DESIGN_NICKNAME = pc
export VERILOG_FILES = /design/flow/design.v
export SDC_FILE = /design/flow/constraint.sdc
export NUM_CORES = 4
export LEC_CHECK = 1
export CORE_AREA = 10 10 82 82
export DIE_AREA = 0 0 92 92

===== flow/constraint.sdc =====
current_design pc

set clk_period 1.0
set clk_io_pct 0.2

create_clock -name clk0 -period $clk_period [get_ports {clock}]

set non_clock_inputs [all_inputs -no_clocks]
set_input_delay [expr $clk_period * $clk_io_pct] -clock clk0 $non_clock_inputs
set_output_delay [expr $clk_period * $clk_io_pct] -clock clk0 [all_outputs]

===== flow/design.v =====
module pc (reset, clock, pc_in, pc_out);
	input reset;
	input clock;
	input [31:0] pc_in;
	output reg[31:0] pc_out;
	always @(posedge clock)
	begin
		if (reset)
			pc_out = 1;
		else 
			pc_out <= pc_in;
	end 
endmodule

===== flow/run.sh =====
#!/bin/bash
# OpenROAD 26Q1-2900-gdf79404cd8, Yosys 0.63+post, stock flow scripts
make -C /OpenROAD-flow-scripts/flow DESIGN_CONFIG=/design/flow/config.mk WORK_HOME=/design/flow/orfs finish

==> impl_metrics.json <==
{
  "clkTransAtPathRegs_ns": 0.06,
  "stdcell_count": 209,
  "ir_worst_vdd_uv": 484,
  "yosys-stat-cells": 67,
  "die_area_um2": 8460,
  "critPathRequiredTime_ns": 0.80,
  "fin_util": 0.330,
  "via_per_inst": 3.10,
  "areaGrowthSynthToFinish_pct": 94.2,
  "dp_hpwl_mm": 1.98,
  "ctsHoldBuffers": 0,
  "diodes": 0,
  "use_met2": 0.102,
  "synthCells": 67,
  "first_iter_violations": 7,
  "ys_ff": 32,
  "placed_cells": 201,
  "cap_violations": 0,
  "max_freq_mhz": 1050,
  "grt_max_degree": 23,
  "yosysSeqAreaShare": 0.743,
  "mostFrequentLayoutCells": "33 x clkdlybuf4s50_1, 31 x nor2b_1, 25 x clkdlybuf4s15_1, 22 x dfxtp_1, 10 x dfxtp_2",
  "cp_slowest_stage_delay_ns": 0.31,
  "synth_cell_types": 5,
  "rsz0062_at_grt": "no",
  "hold_viol_final": 0,
  "gp_congestion": 0.674,
  "postRouteAntennaNets": 0,
  "post_cts_buffers": 0,
  "met3_usage": 0.0280,
  "fp-utilization": 0.170,
  "vias": 647,
  "leakage_nw": 0.672,
  "core_um2": 5070,
  "grt_overflow": 0,
  "cts.path.max_buffers": 2,
  "dr.pass1.iters": 2,
  "period_used_share": 0.955,
  "crit_fanout": 1,
  "cts_tree": "yes",
  "cts_buffers": 5,
  "port_buffers": 65,
  "antenna_found_initial": 0,
  "grt_pass1_wl_mm": 3.86,
  "fp.dieH_um": 92,
  "critPathTopFamily": "flip-flops",
  "tightest_slew_ns": 0.172,
  "top_regs": "pc_out (32)",
  "min_period_ns": 0.955,
  "max_slew_margin": 0.885,
  "cts-root-buf": "clkbuf_8",
  "crit_path_end_kind": "output pin",
  "clock-sinks": 32,
  "ys_area_um2": 862,
  "grt_use_met1": 0.0578,
  "ff_latch_area_um2": 653,
  "rows": 26,
  "drive_gt1_frac": 0.180,
  "log.warning_count": 25,
  "critPathLaunchType": "flop",
  "slew_viol_final": 0,
  "hold_path_class": "in2reg",
  "setup.worst_path.class": "reg2out",
  "critPathBufInv": 1,
  "wl_per_cell_um": 11.6,
  "grt_pass1_vias": 707,
  "ios": 66,
  "grt.total_usage": 0.0568,
  "slowest_stage": "dfxtp_1",
  "busiest_layer": "met2",
  "pwr_density_cell_nw_per_um2": 1570,
  "layout_top_cell": "clkdlybuf4s50_1",
  "avgSynthCellArea_um2": 12.9,
  "status": "completed",
  "crit_arrival_ns": 0.75,
  "logic_area_um2": 200,
  "wirelength_mm": 2.43,
  "cts_htree_levels": 2,
  "syn_area_um2": 862,
  "ys_warn_count": 1,
  "chipWidth_um": 92,
  "largest_reg_flops": 32,
  "fillers": 536,
  "path_cells": "clkdlybuf4s15_1",
  "top_register": "pc_out",
  "setup_viol": 0,
  "drc": 0
}
[layer usage]
metal | vias to the layer above | wire [um]
met1 | 269 | 889
met5 | - | 0
met4 | 0 | 64
met3 | 6 | 232
li1 | 340 | -
met2 | 32 | 1250
[cells in the mapped netlist (all sizes together)]
cell type	number	area share
nor2b	31	0.22
dfxtp	32	0.74
buf	3	0.025
or2	1	0.0073
[final timing paths]
check / slack (ns) / start / cells after the start / to
min: 0.47 / pc_in[11] / 2 / pc_out[11]
max: 0.05 / pc_out[15] / 1 / pc_out[15]
[kinds of logic (layout without fill, tap and decap cells)]
logic type / count (synthesis) / after routing / share of synthesized area
flops: 32 / 32 / 0.743
simple gates: 32 / 32 / 0.232
buf+inv: 3 / 75 / 0.0247
[report_power, final]
part | internal (mW) | switching (mW)
combinational | 0.221 | 0.0577
clock | 0.560 | 0.428
sequential | 1.35 | 0.0150
total | 2.13 | 0.501
[metrics by stage]
stage	power [mW]	setup WS (ns)	hold WS [ns]	instance area [um2]	setup TNS (ns)
finish	2.63	0.0452	0.465	1670	0
global route	2.78	0.0000411	0.460	1670	0
CTS	2.70	0.00608	0.458	1700	0
detailed placement	1.71	-0.123	0.761	1610	-3.58
global placement	1.71	-0.108	0.760	1610	-3.26
floorplan	1.43	0.364	0.272	862	0
[layout make-up]
cell class                 count  area share
clock buffer                   8      0.0538
timing repair buffer          67       0.384
tap                           70      0.0523
sequential                    32       0.390
multi-input combinational     32       0.120
[repair_timing]
| action | in CTS | in global routing |
|---|---|---|
| gates resized | 65 | 16 |
| endpoints found under the hold margin | 0 | 0 |
| endpoints found under the setup margin | 32 | 12 |
| pin swaps | 0 | 0 |
No activity file was given, so power comes from the tool's default toggle rates.
