**design/flow/config.mk**
```make
export PLATFORM = sky130hd
export DESIGN_NAME = RegistradorPipeLineIFID
export DESIGN_NICKNAME = RegistradorPipeLineIFID
export VERILOG_FILES = /design/flow/design.v
export SDC_FILE = /design/flow/constraint.sdc
export NUM_CORES = 4
export LEC_CHECK = 1
export CORE_UTILIZATION = 50
```
**design/flow/constraint.sdc**
```tcl
current_design RegistradorPipeLineIFID

set clk_period 1.0
set clk_io_pct 0.2

create_clock -name clk0 -period $clk_period [get_ports {clock}]

set non_clock_inputs [all_inputs -no_clocks]
set_input_delay [expr $clk_period * $clk_io_pct] -clock clk0 $non_clock_inputs
set_output_delay [expr $clk_period * $clk_io_pct] -clock clk0 [all_outputs]
```
**design/flow/design.v**
```verilog
module RegistradorPipeLineIFID (clock,reset,instrucaoIn,PcSomadoIn,instrucaoOut,pcSomadoOut);
input clock;
input reset;
input [31:0] instrucaoIn;
input [31:0] PcSomadoIn;
output reg [31:0] instrucaoOut;
output reg [31:0] pcSomadoOut;
always @(negedge clock or posedge  reset)  
begin
   instrucaoOut <= instrucaoIn;
   pcSomadoOut <= PcSomadoIn;   
  if(reset) begin  
   instrucaoOut <= 32'b00000000000000000000000000000000;
   pcSomadoOut <= 32'b00000000000000000000000000000000; 
  end    
end
endmodule
```
**design/flow/run.sh**
```bash
#!/bin/bash
# OpenROAD 26Q1-2900-gdf79404cd8, Yosys 0.63+post, stock flow scripts
make -C /OpenROAD-flow-scripts/flow DESIGN_CONFIG=/design/flow/config.mk WORK_HOME=/design/flow/orfs finish
```
==> impl_metrics.yaml <==
# flow metrics
status:
  lastStage: "detailed placement"
  outcome: "did not finish"
  toolErrorMsg: "[ERROR DPL-0036] Detailed placement failed."
die:
  std_cell_rows: 20
  die_h_um: 58.7
  pin_count: 130
  fp_util: 0.526
  fp.dieW_um: 58.7
yosys:
  yosysTopAreaCell: "dfrtn_1"
  synth_cells: 65
  top_area_frac: 0.998
  ys_ff: 64
  synthesis.area_mm2: 0.00161
  area_leaders: "dfrtn_1 100%, inv_1 0.23%"
  ys_chip_area_mm2: 0.00161
  ys_warn_count: 1
  ys_seq_share: 0.998
  ys_cells: 65
  yosys.cell_types.count: 2
  postSynthAreaPerCell_um2: 24.7
placed_design:
  gp_congestion: 0.704
  port_buffers: 129
-- cells in the mapped netlist --
cell type	instances
dfrtn_1	64
inv_1	1
-- cells by family after synthesis --
group	after synthesis	share of synthesized area
DFF	64	0.998
buffers and inverters	1	0.00234
