`run.sh`:
```
#!/bin/bash
# OpenROAD 26Q1-2900-gdf79404cd8, Yosys 0.63+post, stock flow scripts
make -C /OpenROAD-flow-scripts/flow DESIGN_CONFIG=/design/flow/config.mk WORK_HOME=/design/flow/orfs finish
```
`config.mk`:
```
export PLATFORM = sky130hd
export DESIGN_NAME = arithmetic_logic_unit
export DESIGN_NICKNAME = arithmetic_logic_unit
export VERILOG_FILES = /design/flow/design.v
export SDC_FILE = /design/flow/constraint.sdc
export NUM_CORES = 4
export LEC_CHECK = 1
export CORE_UTILIZATION = 50
```
`constraint.sdc`:
```
current_design arithmetic_logic_unit

set clk_period 10.5
set clk_io_pct 0.2

create_clock -name clk0 -period $clk_period

set non_clock_inputs [all_inputs -no_clocks]
set_input_delay [expr $clk_period * $clk_io_pct] -clock clk0 $non_clock_inputs
set_output_delay [expr $clk_period * $clk_io_pct] -clock clk0 [all_outputs]
```
`design.v`:
```
`timescale 1ns / 1ps
module arithmetic_logic_unit
(
    control,	 
    operand0, 	 
    operand1, 	 
    result, 	 
	overflow,	 
    zero 		 
);
    input 		[3:0]	control;
	input 		[31:0] 	operand0; 
	input		[31:0]	operand1;
    output 	[31:0] 	result; 
	output			overflow;
	output			zero;
    reg [31:0]	result;
	reg 		overflow;
	reg 		zero;
	always @(control)
	begin
		case (control)
			4'b0000 :  
				begin
					result 		= operand0 & operand1;
					overflow 	= 0;
					zero		= (result == 0) ? 1 : 0;
				end	
			4'b0001:  
				begin
					result 		= operand0 | operand1;
					overflow 	= 0;
					zero		= (result == 0) ? 1 : 0;
				end	
			4'b0010:  
				begin
					result 		= operand0 + operand1;
					overflow 	= 0;
					zero		= (result == 0) ? 1 : 0;
				end
			4'b0011:  
				begin
					result 		= operand0 ^ operand1;
					overflow 	= 0;
					zero		= (result == 0) ? 1 : 0;
				end
			4'b0100:  
				begin
					result 		= ~(operand0 | operand1);
					overflow 	= 0;
					zero		= (result == 0) ? 1 : 0;
				end
			4'b0110:  
				begin
					result 		= operand0 - operand1;
					overflow 	= 0;
					zero		= (result == 0) ? 1 : 0;
				end
			4'b0111:  
				begin
					result 		= (operand0 < operand1) ? -1 : 0;
					overflow 	= 0;
					zero		= (result == 0) ? 1 : 0;
				end
			4'b1000:  
				begin
					result 		= operand0 << operand1;
					overflow 	= 0;
					zero		= (result == 0) ? 1 : 0;
				end
			4'b1001:  
				begin
					result 		= operand0 >> operand1;
					overflow 	= 0;
					zero		= (result == 0) ? 1 : 0;
				end
			4'b1010:  
				begin
					result 		= operand0 >>> operand1;
					overflow 	= 0;
					zero		= (result == 0) ? 1 : 0;
				end
			4'b1011:  
				begin
					result 		= operand0 + operand1;
					if ((operand0 >= 0 && operand1 >= 0 && result < 0) ||
						(operand0 < 0 && operand1 < 0 && result >= 0)) begin
						overflow = 1;
					end else begin
						overflow = 0;
					end
					zero		= (result == 0) ? 1 : 0;
				end
			4'b1100:  
				begin
					result 		= operand0 - operand1;
					if ((operand0 >= 0 && operand1 < 0 && result < 0) ||
						(operand0 < 0 && operand1 >= 0 && result >= 0)) begin
						overflow = 1;
					end else begin
						overflow = 0;
					end
					zero		= (result == 0) ? 1 : 0;
				end
			default:
				begin
					zero 		= 0;
					overflow 	= 0;
				end				
		endcase
	end
 endmodule
```
==> results.txt <==
run results: antenna cells 0, Cells after Synth 1524, Main area contributors mux4_2, ha_1, nor2_1, a21oi_1, nand2_1, hold worst-path end zero, Worst setup EP type output port, yosys stat cell total 1524, drt wl/cell 30.06 um, Routed WL 54.87 mm, status finished, final reports clean, crit share post-route 87.78%, design area 12130 sq um, setup repair bufs after CTS 0, Final Hold Vio Count 0, Critical Path Start Type input pin, Max FO, Critical Path 17, endpoints left unconstrained 64, syn_area_per_cell 7.272 sq um, gr usage total 49.46%, Slew HR 31.58%, Yosys chip area 11080 sq um, Worst-Margin Slew 1.025 ns, count of unclocked register or latch pins 32, Post-Syn Area 11080 sq um, max cap viols 0, layout cells sized above 1 10.10%, Die Y 150.9 um, first-pass GRT wire length 79.55 mm, Synth cell types 99, yosys warns 1, most frequent cells in the layout nor2_1, nand2_1, a21oi_1, hold_buf cts 0, static leakage 4.643 nW, die width 150.9 um, RSZ-0062 raised after global routing false, HP Class input pin to output port, final setup fails 0, number of flip-flops in the largest register 32, cell accounting for the most synthesized area mux4_2, TritonRoute pass-1 iters 6, initial drt markers 1694, minimum clock period 9.217 ns, DPL Wire Length 43.44 mm, tool warnings 98, Post-route DRC 0, asr flop ratio synth 0%, setup_tns 0 ns, chip area 22770 sq um, DR vias/cell 7.377, vias in the first global route 12390, fmax 0.1085 GHz, Post-DP Area 12130 sq um, pwr/cell area 60.10 nW/um^2, Flop area 480.5 sq um, Detail Route Antenna Nets 0, fillers 2038, total core area 21760 sq um, Top cell excl fill/tap nor2_1, Synth flops 32, grt total ovfl 0, Resized cells post-CTS 0, pin count of the biggest net entering global routing 57, Worst Path Required 8.40 ns, Hold Crit Depth 7, EDFF count, synth 0, Post-synth top flop dlxtn_1, Area leader share 10.97%, Port Buf Inserts 101, Placement Rows 54, worst setup path class input pin to output port, initial antenna violation count 0, Worst Path Arrival 7.12 ns, logic area 9711 sq um, Initial Util 50.94%, min-delay src operand1[31], via count 13460, final slew viol count 0, GP Congestion 1.111, Peak VDD IR 0.04318 mV, Top Ports 102, synth-to-layout area growth 9.472%
[area by class of cell]
type                            instances  area share [%]
Tap cell                              280           2.887
Timing Repair Buffer                  133           10.21
Inverter                               94           2.908
Sequential cell                        32           3.960
Multi-Input combinational cell       1286           80.03
[critical path, cell delays in order]
cell,delay (ns)
clkdlybuf4s50_1,0.46
buf_4,0.29
clkinv_1,0.48
ha_1,0.66
o21ai_0,0.22
nor4_1,0.66
a22oi_1,0.28
nand2_1,0.12
nor2_1,0.11
xnor2_1,0.15
or3_1,0.33
nor4_1,0.49
nand4_1,0.15
nand3_1,0.14
clkdlybuf4s50_1,0.47
[power by group]
group	internal [W]	total, W	switching [W]
logic	0.000255	0.000713	0.000457
clock network	0	0	0
registers	0.0000153	0.0000166	0.00000134
total	0.000270	0.000729	0.000459
[through the flow]
stage	setup slack [ns]	hold WS (ns)	instances	utilization, %	power (W)
6_report	1.283	5.851	1825	55.77	0.0007292
5_1_grt	1.124	5.914	1825	55.77	0.0007631
4_1_cts	1.474	5.834	1825	55.77	0.0006961
3_5_place_dp	1.499	5.823	1825	55.77	0.0006919
3_3_place_gp	1.502	5.815	1825	55.77	0.0006957
2_1_floorplan	3.131	4.613	1524	-	0.0004611
[cell usage after synthesis, types with 32 or more instances]
| library cell | count |
|---|---|
| xnor2_1 | 36 |
| inv_1 | 88 |
| mux4_2 | 54 |
| mux2i_1 | 47 |
| a21oi_1 | 110 |
| nand3_1 | 42 |
| buf_2 | 36 |
| a221oi_1 | 34 |
| ha_1 | 97 |
| dlxtn_1 | 32 |
| nand2_1 | 131 |
| nor4_1 | 45 |
| o21ai_0 | 74 |
| nor2_1 | 157 |
| clkbuf_1 | 55 |
[worst max-delay path by stage]
stage,from,to,slack [ns],cells after the start
CTS,operand1[3],zero,1.47,16
global route,operand1[3],zero,1.12,16
finish,operand1[4],zero,1.28,15
[cells by family (layout without fill, tap and decap cells)]
group,count (synthesis),count (layout),share of synthesized area [%]
AOI/OAI and AO/OA,473,473,30.33
xor gates and xnor gates,48,48,3.793
adders and majority gates,99,99,11.31
buffers and inverters,206,227,8.230
latches,32,32,4.335
muxes,133,133,18.50
other,1,1,0.03384
and+or+nand+nor,532,532,23.46
[layer usage]
metal / GRT usage, % / up-vias / wire (um)
li1: - / 5859 / -
met1: 64.25 / 6256 / 20740
met2: 72.32 / 1123 / 22840
met3: 19.60 / 225 / 7801
met4: 23.00 / 0 / 3488
met5: 0 / - / 0
Power is estimated from default activity; no workload was simulated.
